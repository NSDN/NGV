<file path="flow/run.sh">
#!/bin/bash
# OpenROAD 26Q1-2900-gdf79404cd8, Yosys 0.63+post, stock flow scripts
make -C /OpenROAD-flow-scripts/flow DESIGN_CONFIG=/design/flow/config.mk WORK_HOME=/design/flow/orfs finish
</file>
<file path="flow/config.mk">
export PLATFORM = sky130hd
export DESIGN_NAME = ngv_conv
export DESIGN_NICKNAME = ngv_conv
export VERILOG_FILES = /design/flow/design.v
export SDC_FILE = /design/flow/constraint.sdc
export NUM_CORES = 4
export LEC_CHECK = 1
export CORE_UTILIZATION = 30
</file>
<file path="flow/constraint.sdc">
current_design ngv_conv

set clk_period 3.0
set clk_io_pct 0.2

create_clock -name clk0 -period $clk_period [get_ports {pclk}]

set non_clock_inputs [all_inputs -no_clocks]
set_input_delay [expr $clk_period * $clk_io_pct] -clock clk0 $non_clock_inputs
set_output_delay [expr $clk_period * $clk_io_pct] -clock clk0 [all_outputs]
</file>
<file path="flow/design.v">
module Blink(
	clk, rst,
	r, g, b
);
	parameter CNT = 32'd6000000;
	input clk, rst;
	output r, g, b;
	reg[31:0] cnt;
	reg[2:0] step;
	initial begin
		cnt <= 32'b0;
		step <= 3'b1;
	end
	always @(posedge clk or negedge rst) begin
		if (!rst) begin
			cnt <= 32'b0;
			step <= 3'b1;
		end else begin
			if (cnt < CNT) cnt <= cnt + 32'b1;
			else begin
				cnt <= 32'b0;
				if (step == 3'b100) step <= 3'b1;
				else step <= step << 1'b1;
			end
		end
	end
	assign r = !step[0];
	assign g = !step[1];
	assign b = !step[2];
endmodule
module LCD(
	sblk, scs, srs, swr, srd, srst, sdata,
	blk, cs, rs, wr, rd, rst, data
);
	input sblk, scs, srs, swr, srd, srst;
	input[23:0] sdata;
	output blk, cs, rs, wr, rd, rst;
	output[23:0] data;
	assign blk = sblk;
	assign cs = scs;
	assign rs = srs;
	assign wr = swr;
	assign rd = srd;
	assign rst = srst;
	assign data = sdata;
endmodule
`timescale 1ns/1ps
module ngv_conv(
	pclk, prst,
	r, g, b,
	sblk, scs, srs, swr, srd, srst, sdata,
	blk, cs, rs, wr, rd, rst, data,
);
	input pclk, prst;
	output r, g, b;
	Blink blink1(pclk, prst, r, g, b);
	input sblk, scs, srs, swr, srd, srst;
	input[23:0] sdata;
	output blk, cs, rs, wr, rd, rst;
	output[23:0] data;
	LCD lcd1(
		sblk, scs, srs, swr, srd, srst, sdata,
		blk, cs, rs, wr, rd, rst, data
	);
endmodule
</file>
==> run notes <==
Results of the flow run.

The fraction of layout instances using a drive strength above 1 stands at 10.30%. For reference, the most critical setup path is categorized as reg -> reg. The flow reports that the clock network draws 46.5% of the design power. The global-route wire length before repair stands at 4478 um.

Sorting the synthesized cells by area gives the leading types as dfrtp_1 48%, buf_4 13%, xnor2_1 6.0%. The combinational fraction of design power stands at 1.5%. The synthesized area divided by synthesized cell count stands at 9.995 um2. The worst reg-to-reg path cell count stands at 5. Per the post-synthesis report, the number of cells in the design is 176. Per the timing report, the achievable frequency comes out to 489.2 MHz. The post-detailed-placement half-perimeter wirelength stands at 1716 um. Traced cell by cell, the critical path runs through ha_1 -> nand3_2 -> or3_2 -> or4_1 -> a21oi_1. Once detail routing completed, the nets flagged for antenna violations numbered 0. Endpoints with negative setup slack in the final report add up to 0. The register area stands at 877.1 um2. The accumulated negative setup slack stands at 0 ps. In this run the core area contains 27 standard-cell rows. Setup slack on the worst path after placement came out at 991.2 ps. The run finished with clean final reports. The number of instances on the worst hold path stands at 1. The multi-input logic area stands at 636.9 um2.

The count of hold buffers inserted by post-cts repair stands at 0. The clock tree skew after final layout stands at 4.821 ps. The detailed router's first-iteration violation count stands at 27. The leakage power summed over all cells stands at 0.7129 nW. The largest individual stage delay along the critical path comes from the cell or3_2. TritonCTS built the clock tree.

Using the TritonRoute via totals, the vias-per-cell ratio works out to 4.473. The die span in x stands at 78.58 um. The report lists the number of cells resized after CTS as 0.

The layout has 565 filler cells. Routability-driven placement finished with a final weighted congestion of 0.8055. The worst-case setup margin in the final layout stands at 955.7 ps. VDD sags by at most 0.0003203 V. Global routing finished with a remaining overflow of 0. 65 I/O pins were placed. Net switching is 18.74% of the power. The internal power consumption stands at 0.7496 mW. The overall via count from detail_route stands at 1,060. The chip area stands at 6174 um2. Broken down by cell family, the worst path's largest delay share belongs to simple AND/OR/NAND/NOR gates. The script parses the final routing iteration and logs DRC violations as 0. The initial utilization of the core area, before any placement, comes to 31.56%. The critical path runs through a total of 5 cells. The number of unique standard cell types used by synthesis stands at 35.

The cell area that synthesis handed to floorplanning was 1759 um2. The antenna diode count stands at 0. The number of antenna violations at the first check in global routing is 0. The design draws 0.9225 mW. The synthesized netlist was found by Yosys to have 176 cells. Of all cell types, the one taking the most synthesized area is dfrtp_1. The post-detailed-route wirelength per cell stands at 10.75 um. The required time at the endpoint of the critical path stands at 3210 ps.

STA classifies the critical path endpoint as a flop. In this run the deepest clock path goes through 2 buffers. Relative to the synthesized area, the layout overhead comes to 2.703%. Yosys reports that the leading cell type by area covers 48.36% of the netlist area. The number of clock sinks came to 35. The number of clock buffers inserted by TritonCTS stands at 5. The tally of buffers added on design ports stands at 4. The power density relative to cell area stands at 510.6 nW/um2. The buffering stage count on the worst path with inverters included stands at 0.

The final design instance area without fill stands at 1807 um2. Once the clock tree was built, the setup fixing pass inserted 0 buffers. The arrival time at the worst endpoint stands at 2250 ps.

The number of warnings printed during yosys synthesis stands at 1. The worst setup path is launched from a flop. The final critical-path required period stands at 2044 ps. Counting pins that exceed their max-slew limit in the final report gives 0. The height of the die stands at 78.58 um. Per the CTS log, the root buffer master is clkbuf_8. According to the Yosys statistics, the synthesized design has a chip area of 1759 um2. For the worst-skew pair, the clock arrives at the later sink with an insertion delay of 280 ps. Max-cap violations in this run came to 0. The H-tree level count stands at 2. The post-synthesis sequential area ratio stands at 49.86%. Setup repair after global routing left no endpoint under its margin. The post-synthesis sequential element count stands at 35. The total tool warning count stands at 25. The first TritonRoute pass finished after 4 iterations. The part of the power in registers stands at 52.0%. The overall fraction of global-route tracks in use stands at 9.186%. The min-delay analysis places its worst path in the category reg -> reg. The area of placed instances stands at 1689 um2. Of all nets on the critical path, the largest fanout is 8. For reference, the clock transition at the flip-flops on the worst setup and hold paths is 70 ps.

The number of global-route vias before repair was 1,060. Among all stages on the critical path, the maximum delay recorded is 560 ps. The switching power stands at 0.1729 mW.

The final count of hold timing violations stands at 0. Wires add up to 2548 um. The floorplan step defined a core boundary enclosing 5574 um2. The largest net degree at the start of global routing stands at 36. The fraction of the core area covered by cells at the end of the flow stands at 32.41%.

The portion of the clock cycle consumed by the worst path in the final layout stands at 68.14%.
-- cell usage in the layout, fill, tap and decap left out, drive strengths merged --
cell type	count
dfstp	1
nor2	21
inv	8
buf	2
bufinv	1
a211o	1
o21ai	4
a41oi	1
nand3	7
a31oi	1
nor3b	1
nor3	5
and3	2
or4	3
clkbuf	6
conb	9
nand4	5
clkinv	1
a211oi	1
or3	6
ha	1
mux2i	3
xor2	2
a21o	1
or2	1
xnor2	12
clkdlybuf4s50	4
nor4	4
a21oi	6
dfrtp	34
o31ai	1
o211ai	1
nand2	9
-- stage by stage --
stage               cells  hold slack [ps]
floorplan             184            304.4
global placement      229            466.7
detailed placement    229            477.7
CTS                   237            489.5
global route          237            503.5
finish                237            493.0
-- final timing paths --
kind                                         endpoint  slack (ps)               startpoint
setup / recovery             blink1.cnt[20]$_DFF_PN0_         960  blink1.cnt[0]$_DFF_PN0_
hold / removal                blink1.cnt[0]$_DFF_PN0_         490  blink1.cnt[0]$_DFF_PN0_
max in group asynchronous  blink1.step[0]$_DFFE_PN1P_        1940                     prst
min in group asynchronous    blink1.cnt[20]$_DFF_PN0_         730                     prst
setup reg to reg             blink1.cnt[20]$_DFF_PN0_         960  blink1.cnt[0]$_DFF_PN0_
hold reg to reg               blink1.cnt[0]$_DFF_PN0_         490  blink1.cnt[0]$_DFF_PN0_
-- Yosys cell counts --
master / count
xnor2_1: 12
clkbuf_1: 1
o211ai_2: 1
or2_2: 1
ha_1: 1
a21oi_1: 6
a211o_1: 1
a21o_2: 1
and3_1: 2
buf_4: 30
a31oi_1: 1
nand3_2: 1
nand4_2: 1
nand2_1: 9
or3_1: 5
dfstp_2: 1
o21ai_0: 4
nor2_1: 21
xor2_1: 2
dfrtp_1: 34
nand3_1: 6
nor3_1: 5
o31ai_1: 1
a211oi_1: 1
nor3b_1: 1
buf_2: 1
mux2i_1: 3
nor4_1: 4
inv_1: 8
or4_1: 3
conb_1: 1
buf_6: 1
nand4_1: 4
a41oi_1: 1
or3_2: 1
-- power by group through the flow --
stage	clock [mW]	sequential, mW	combinational (mW)
4_1_cts	0.442	0.480	0.0151
5_1_grt	0.459	0.480	0.0169
6_report	0.429	0.480	0.0138
-- layout make-up --
type | instances | area share, %
Clock buffer | 6 | 4.571
Clock inverter | 2 | 1.939
Inverter | 8 | 1.662
Multi-Input combinational cell | 108 | 35.25
Sequential cell | 35 | 48.55
Tap cell | 72 | 4.986
Timing Repair Buffer | 6 | 3.047
-- layer usage --
metal  part of all wire [%]  global-route usage, %
met5                      0                      0
met4                   0.67                  1.667
met1                     49                  12.32
met3                    5.0                  2.715
met2                     46                  15.13
-- sequential cells by signal, indices dropped and copies added, names as in the netlist --
signal,count
blink1.step,3
blink1.cnt,32
-- worst register-to-register path: stages, from the launching register on --
cell and delay [ps]:
dfrtp_1 390, ha_1 210, nand3_2 180, or3_2 570, or4_1 480, a21oi_1 150
-- cell families (layout without fill, tap and decap cells) --
group	count (synthesis)	after routing	share of synthesized area, %
adder cells (fa/ha/maj)	1	1	0.7111
AND-OR/OR-AND	17	17	6.260
XOR/XNOR	14	14	6.970
multiplexers	3	3	1.707
flip-flops	35	35	49.86
buffers and inverters	41	22	15.65
AND/OR/NAND/NOR	64	64	18.63
other	1	9	0.2132
Power is estimated from default activity; no workload was simulated.
