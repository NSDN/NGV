`design/flow/run.sh`:
```
#!/bin/bash
# OpenROAD 26Q1-2900-gdf79404cd8, Yosys 0.63+post, stock flow scripts
make -C /OpenROAD-flow-scripts/flow DESIGN_CONFIG=/design/flow/config.mk WORK_HOME=/design/flow/orfs finish
```
`design/flow/config.mk`:
```
export PLATFORM = sky130hd
export DESIGN_NAME = blink
export DESIGN_NICKNAME = blink
export VERILOG_FILES = /design/flow/design.v
export SDC_FILE = /design/flow/constraint.sdc
export NUM_CORES = 4
export LEC_CHECK = 1
export CORE_AREA = 10 10 84 84
export DIE_AREA = 0 0 94 94
```
`design/flow/constraint.sdc`:
```
current_design blink

set clk_period 1.3
set clk_io_pct 0.2

create_clock -name clk0 -period $clk_period [get_ports {clk}]

set non_clock_inputs [all_inputs -no_clocks]
set_input_delay [expr $clk_period * $clk_io_pct] -clock clk0 $non_clock_inputs
set_output_delay [expr $clk_period * $clk_io_pct] -clock clk0 [all_outputs]
```
`design/flow/design.v`:
```
module blink(clk, rst, out1, out2);
	parameter CNT = 32'b1;
	input clk, rst;
	output out1, out2;
	reg[31:0] cnt;
	reg state;
	initial begin
		cnt <= 32'b0;
		state <= 1'b0;
	end
	always @(posedge clk or negedge rst) begin
		if (!rst) begin
			cnt <= 32'b0;
			state <= 1'b0;
		end else begin
			if (cnt < CNT) cnt <= cnt + 32'b1;
			else begin
				cnt <= 32'b0;
				state <= !state;
			end
		end
	end
	assign out1 = state;
	assign out2 = !state;
endmodule
```
==> deck_impl_summary.md <==
Run Summary

Worst setup path
  – Crit Path Category: register to register
  – Endpoint class of the critical path: register
  – Crit Path Max Fanout: 2
  – Worst EP required: 1.50 ns
  – Worst setup SP type: register
  – CP arrival: 1.49 ns

Floorplan
  – Die footprint: 8840 sq um
  – Chip Height: 94 um
  – Die W: 94 um
  – Core Area: 5200 sq um
  – Boundary pin count: 4
  – Cell row count: 26
  – Core Util at FP: 19.1%

Yosys
  – Synth Seq Share: 82.9%
  – Cell with the most instances after synthesis: dfrtp_1
  – # Cells Yosys: 56
  – Synth unique cells: 12
  – Synthesized netlist cell count: 56
  – Yosys top cell by area: dfrtp_1
  – Syn Area/Cell: 17.8 sq um
  – Commonest cells post-synth: 33 x dfrtp_1, 4 x nor4_2, 3 x inv_1, 3 x nor2_1, 3 x nor4_1
  – Yosys warns: 1
  – Area leader share: 82.9%
  – Top cells by area, synth: dfrtp_1 83%, nor4_2 5.0%, ha_1 2.5%
  – Post-Syn Area: 996 sq um
  – Number of enable flip-flop cells: 0
  – Ys flop type: dfrtp_1
  – Asr flop ratio synth: 100%
  – Yosys chip area: 996 sq um
  – Yosys reg bits: 33

Global routing
  – Initial antenna violation count: 0
  – First-pass GRT wire length: 2060 um
  – Total global routing overflow: 0
  – Largest net degree at the start of global routing: 34
  – Overall routing resource usage: 2.99%
  – Vias in the first global route: 505

Route
  – DR vias: 463
  – Final WL: 1090 um
  – Drt drc: 0
  – DR WL/cell: 6.39 um
  – Final antenna-violating net count: 0
  – Vias per inst: 2.72
  – Drt pass-1 iters: 3
  – Initial drt markers: 24
  – Ant. Diodes: 0

Clocking
  – CTS Buf Count: 5
  – Hold_buf cts: 0
  – CTS max path bufs: 2
  – CTS tree: yes
  – H-tree depth: 2
  – Clock transition at path regs: 0.06 ns
  – Clk sinks: 33
  – Root buffer cell: clkbuf_8
  – Worst-Skew Late Latency: 0.27 ns

Power
  – Clk pwr share: 37.2%
  – NetSw: 0.340 mW
  – Switching Fraction: 18.8%
  – Combinational power share: 2.4%
  – Share of power burned in registers: 60.4%
  – Max VDD drop: 0.682 mV
  – Leakage dissipation: 0.613 nW
  – Power Density: 1340 nW/um^2
  – Internal cell power: 1.47 mW
  – Power, Total: 1.81 mW

Placement
  – Post-placement cell area: 1250 sq um
  – Post-placement cell count: 159
  – Pre-CTS WS: -0.0356 ns
  – Number of buffers added on ports: 3
  – Placer Congestion: 0.732
  – DP HPWL: 770 um

Final layout
  – Final Cell Area: 1350 sq um
  – Synth-to-Final Area Change: 35.3%
  – Fillers: 547
  – Final core occ: 25.9%
  – Finished Layout Cells: 170
  – Layout cells sized above 1: 17.0%

Flow run
  – Tool warnings: 28
  – Max-Cap Viols: 0

Timing
  – Final setup TNS: 0 ns
  – Final hold viol count: 0
  – Min Tclk post-route: 1.29 ns
  – RSZ-0062 raised after global routing: yes
  – Slew Limit Fails: 0
  – Hold_ws: 0.357 ns
  – Setup ws final: 0.0114 ns
  – Fin Clk Skew: 0.00199 ns
  – F_max: 776 MHz
  – Final setup viols: 0
  – Tcrit/Tclk final: 99.1%

Status
  – Outcome: finished clean

Worst hold path
  – Hold Path Class: input pin to async pin
[cells in the final DEF (no fill, tap or decap), drive strengths merged]
cell	netlist	routed
nor2	3	3
nor3b	1	1
nor4	7	7
or2	1	1
clkdlybuf4s50	0	1
clkbuf	0	9
ha	2	2
conb	1	29
dfrtp	33	33
dlygate4sd2	0	1
xnor2	2	2
and2	1	1
nand4	2	2
inv	3	3
buf	0	5
[flip-flops by register name, indices dropped and copies added (netlist names)]
signal	flops
cnt	32
state	1
[area by class of cell]
| type | count | area (sq um) | area share [%] |
|---|---|---|---|
| sequential | 33 | 826 | 61.3 |
| multi-input combinational | 48 | 269 | 20.0 |
| tap | 70 | 87.6 | 6.50 |
| clock buffer | 8 | 80.1 | 5.94 |
| inverter | 3 | 11.3 | 0.836 |
| timing repair buffer | 8 | 73.8 | 5.48 |
[power groups by stage]
| stage | sequential [mW] | clock (mW) | combinational, mW |
|---|---|---|---|
| final | 1.09 | 0.673 | 0.0432 |
| after global routing | 1.09 | 0.778 | 0.0543 |
| after CTS | 1.09 | 0.701 | 0.0456 |
[worst max-delay path, cell delays in order, from the launching register on]
cell and delay (ns):
dfrtp_1 0.39, inv_2 0.06, ha_1 0.13, nor3b_2 0.15, nand4_1 0.12, or2_1 0.27, nor2_1 0.10
[metal layers]
layer	vias up	track usage, %	wire length (um)	share of wire (%)
met1	215	3.29	516	47
met2	3	4.44	505	46
li1	243	-	-	-
met3	2	2.26	50	4.6
met5	-	0	0	0
met4	0	0.886	14	1.3
[final timing paths]
check                        from  endpoint  slack, ns  cells past startpoint
hold / removal                rst   cnt[16]       0.36                      2
min in group clk0          cnt[0]    cnt[0]       0.56                      2
setup reg to reg           cnt[0]    cnt[0]       0.01                      6
max in group asynchronous     rst   cnt[18]       0.79                      2
hold reg to reg            cnt[0]    cnt[0]       0.56                      2
setup / recovery           cnt[0]    cnt[0]       0.01                      6
[what timing repair did]
item                       in CTS  in global routing
gates resized                   3                  3
setup buffers                   2                  1
setup endpoints to repair       6                  5
hold endpoints to repair        0                  0
pin swaps                       0                  2
[kinds of logic after synthesis]
kind of cell | after synthesis | synth area share (%)
adder cells (fa/ha/maj) | 2 | 2.51
other | 1 | 0.377
XOR/XNOR | 2 | 1.76
flip-flops | 33 | 82.9
AND/OR/NAND/NOR | 15 | 11.3
buffers and inverters | 3 | 1.13
No activity file was given, so power comes from the tool's default toggle rates.
